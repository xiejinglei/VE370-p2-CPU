==> design/flow/design.v <==
`timescale 1ns / 1ps
module registerFile(clk, ReadRegister1, ReadRegister2, WriteRegister, WriteData, RegWrite, 
    ReadData1, ReadData2, s0, s1, s2, s3, s4, s5, s6, s7, t0, t1, t2, t3, t4, t5, t6, t7, t8, t9);
    input [4:0] ReadRegister1, ReadRegister2, WriteRegister;
    input [31:0] WriteData;
    input clk, RegWrite;
    output [31:0] ReadData1, ReadData2;
    output [31:0] s0, s1, s2, s3, s4, s5, s6, s7, t0, t1, t2, t3, t4, t5, t6, t7, t8, t9;
    reg [31:0] regs[0:31];
    initial begin
        regs[0] = 32'b00000000000000000000000000000000;
        regs[1] = 32'b00000000000000000000000000000000;
        regs[2] = 32'b00000000000000000000000000000000;
        regs[3] = 32'b00000000000000000000000000000000;
        regs[4] = 32'b00000000000000000000000000000000;
        regs[5] = 32'b00000000000000000000000000000000;
        regs[6] = 32'b00000000000000000000000000000000;
        regs[7] = 32'b00000000000000000000000000000000;
        regs[8] = 32'b00000000000000000000000000000000;
        regs[9] = 32'b00000000000000000000000000000000;
        regs[10] = 32'b00000000000000000000000000000000;
        regs[11] = 32'b00000000000000000000000000000000;
        regs[12] = 32'b00000000000000000000000000000000;
        regs[13] = 32'b00000000000000000000000000000000;
        regs[14] = 32'b00000000000000000000000000000000;
        regs[15] = 32'b00000000000000000000000000000000;
        regs[16] = 32'b00000000000000000000000000000000;
        regs[17] = 32'b00000000000000000000000000000000;
        regs[18] = 32'b00000000000000000000000000000000;
        regs[19] = 32'b00000000000000000000000000000000;
        regs[20] = 32'b00000000000000000000000000000000;
        regs[21] = 32'b00000000000000000000000000000000;
        regs[22] = 32'b00000000000000000000000000000000;
        regs[23] = 32'b00000000000000000000000000000000;
        regs[24] = 32'b00000000000000000000000000000000;
        regs[25] = 32'b00000000000000000000000000000000;
        regs[26] = 32'b00000000000000000000000000000000;
        regs[27] = 32'b00000000000000000000000000000000;
        regs[28] = 32'b00000000000000000000000000000000;
        regs[29] = 32'b00000000000000000000000000000000;
        regs[30] = 32'b00000000000000000000000000000000;
        regs[31] = 32'b00000000000000000000000000000000;
    end
    assign t0 = regs[8];
    assign t1 = regs[9];
    assign t2 = regs[10];
    assign t3 = regs[11];
    assign t4 = regs[12];
    assign t5 = regs[13];
    assign t6 = regs[14];
    assign t7 = regs[15];
    assign s0 = regs[16];
    assign s1 = regs[17];
    assign s2 = regs[18];
    assign s3 = regs[19];
    assign s4 = regs[20];
    assign s5 = regs[21];
    assign s6 = regs[22];
    assign s7 = regs[23];  
    assign t8 = regs[24];
    assign t9 = regs[25];  
    always @ (negedge clk)  begin
        if(RegWrite == 1'b1)    regs[WriteRegister] <= WriteData;
    end
    assign ReadData1 = regs[ReadRegister1];
    assign ReadData2 = regs[ReadRegister2];
endmodule
==> design/flow/run.sh <==
#!/bin/bash
# OpenROAD 26Q1-2900-gdf79404cd8, Yosys 0.63+post, stock flow scripts
make -C /OpenROAD-flow-scripts/flow DESIGN_CONFIG=/design/flow/config.mk WORK_HOME=/design/flow/orfs finish
==> design/flow/config.mk <==
export PLATFORM = sky130hd
export DESIGN_NAME = registerFile
export DESIGN_NICKNAME = registerFile
export VERILOG_FILES = /design/flow/design.v
export SDC_FILE = /design/flow/constraint.sdc
export NUM_CORES = 4
export LEC_CHECK = 1
export CORE_UTILIZATION = 50
==> design/flow/constraint.sdc <==
current_design registerFile

set clk_period 6.8
set clk_io_pct 0.2

create_clock -name clk0 -period $clk_period [get_ports {clk}]

set non_clock_inputs [all_inputs -no_clocks]
set_input_delay [expr $clk_period * $clk_io_pct] -clock clk0 $non_clock_inputs
set_output_delay [expr $clk_period * $clk_io_pct] -clock clk0 [all_outputs]
==> run summary <==
Routed length per placed instance -> 28.5 µm
Leak -> 29.3 nW
OpenROAD warning count -> 1037
TritonCTS Buffers -> 113
GRT Max-Usage Layer -> met2
Worst EP required -> 5440 ps
Mapped Area -> 48800 µm²
Status -> finished with violations
DRT Pass-1 Iters -> 5
Slowest CP cell -> edfxtp_1
Final-report setup violation count -> 48
CTS H-tree depth -> 3
Hold Path End -> ReadData1[14]
RSZ-0062 raised after global routing -> yes
Top Family by Delay on Critical Path -> AND-OR/OR-AND gates
Hold path start -> ReadRegister1[1]
Critical path class -> reg -> out
Most numerous logic cells after layout -> inv_1, edfxtp_1, mux2i_1
Root buffer selected by CTS -> clkbuf_16
Least-Margin Pin Slew -> 1260 ps
Design Area, Final -> 67300 µm²
Hold Path Depth -> 7
Share of layout cells above drive strength 1 -> 13.5%
Max-Cap Viols -> 0
Failing checks -> negative setup slack
GRT met2 Usage -> 55.3%
Area after DPL -> 58800 µm²
Remaining DRCs -> 0
Hold crit path type -> in -> out
Synthesized registers -> 1024
Vias per cell -> 5.89
Worst Path Max Fanout -> 2
TritonCTS clock tree -> done
CTS sink cnt -> 1024
Crit path buffers/inverters -> 3
Final Hold Fails -> 0
Top reg by flops -> regs
Total placed cells including tap cells -> 5363
Synth warn -> 1
WL final -> 188000 µm
Reg clk slew, reported paths -> 30 ps
Regs by FF count -> regs (1024)
# fillers -> 6250
First-pass GRT wire length -> 267000 µm
Final worst slack -> -229 ps
Crit path top cell by count -> buf_4
Die width -> 314 µm
HPWL Detailed -> 122000 µm
Final GP Congestion -> 1.01
YS chip area -> 48800 µm²
FP Rows -> 114
Initial DRC Count -> 2745
Total grt overflow -> 0
Antenna-violating nets left -> 0
Peak VDD IR -> 0.244 mV
Layout Cells excl Fill -> 6614
Vias -> 39000
Worst Setup SP -> regs[6][7]
Layout Area Growth over Synthesis -> 38.0%
Core footprint -> 96700 µm²
Crit start category -> flop
Largest net degree at the start of global routing -> 103
CP Capture Type -> primary output
Synth Seq Share -> 63.1%
Most used logic cell in the final layout -> inv_1
Yosys stat cell total -> 3387
Sequential cell area -> 30700 µm²
Met1 GRT Util -> 52.8%
CP Data Arrival Time -> 5670 ps
I/O Buffers -> 688
Mean Syn Cell Area -> 14.4 µm²
Vias in the first global route -> 42200
Clock buffer depth -> 3
Crit-path cells -> buf_4, mux2i_1, a22o_1, nor3_4, a31oi_1, buf_4, nand3_2, buf_2
Gr usage total -> 41.5%
M3 GR Usage -> 32.7%
Antenna violations before repair -> 1
Comb area -> 17900 µm²
Top Ports -> 689
Max incr delay on CP -> 380 ps
Slew Limit Headroom -> 16.3%
Cells after Synth -> 3387
Init Core Util -> 50.4%
Max reg flops -> 1024
Die area -> 98800 µm²
Count of pins over their slew limit -> 0
Die Span Y -> 314 µm
Power Density -> 253 nW/µm²
Distinct lib cells used -> 24
==> area by class of cell <==
type,count,area share (%)
multi-input cells,2109,26.6
clock buffers,114,4.24
clock inverters,1109,6.80
well taps,1276,2.37
repair buffers,977,14.3
flip-flops and latches,1024,45.7
diodes,5,0.0186
==> cell families after synthesis <==
family,synth area share [%]
buffers and inverters,3.16
flip-flops,63.1
AND/OR/NAND/NOR,4.72
AND-OR/OR-AND,8.05
multiplexers,21.0
==> Yosys cell counts (all sizes together) <==
cell / instances / share of area [%]
nand2: 195 / 1.5
edfxtp: 1024 / 63
a22oi: 192 / 3.0
nand3b: 5 / 0.077
nand2b: 4 / 0.051
nor2b: 4 / 0.051
or2: 2 / 0.026
and2: 2 / 0.026
inv: 1 / 0.0077
buf: 176 / 2.5
nand3: 194 / 2.0
mux2i: 1024 / 21
a31oi: 64 / 0.82
a22o: 128 / 2.3
or3b: 3 / 0.054
nor3: 64 / 0.66
or3: 1 / 0.013
a21oi: 192 / 2.0
clkbuf: 77 / 0.62
nor2: 35 / 0.27
==> layer usage <==
metal / share of wire (%) / vias up / wire length (µm)
met5: 0.19 / - / 351
met4: 3.3 / 14 / 6220
met3: 18 / 381 / 34000
met2: 44 / 2730 / 83300
met1: 34 / 18700 / 64500
li1: - / 17100 / -
==> repair_timing <==
| item | 4_1_cts | 5_1_grt |
|---|---|---|
| pin swaps | 118 | 58 |
| gates resized | 391 | 15 |
| buffers inserted | 32 | 6 |
| hold buffers | 0 | 0 |
| endpoints found under the setup margin | 64 | 64 |
==> power by group <==
part | total [mW] | switching [mW] | internal [mW] | leakage (nW)
logic | 1.56 | 0.953 | 0.607 | 12.8
clock network | 8.32 | 4.05 | 4.27 | 7.26
registers | 7.13 | 0.0501 | 7.08 | 9.22
==> how the worst max path moves through the flow <==
stage	endpoint	depth (start not counted)	slack, ps
CTS	ReadData2[7]	8	-230
finish	ReadData2[7]	8	-230
global route	ReadData2[6]	8	-340
==> through the flow <==
step	hold slack [ps]	setup TNS, ps	power [mW]	setup WS (ps)	utilization [%]
after floorplan	2980	-159400	8.80	-394	-
after global placement	4140	-321	9.56	-321	60.8
after detailed placement	4160	-356	9.58	-356	60.8
after CTS	3700	-4210	17.2	-228	69.5
after global routing	3730	-9820	18.0	-343	69.6
final	3670	-4420	17.0	-229	69.6
Power is estimated from default activity; no workload was simulated.
