<file path="design/flow/constraint.sdc">
current_design instructionMEM

set clk_period 2.6
set clk_io_pct 0.2

create_clock -name clk0 -period $clk_period

set non_clock_inputs [all_inputs -no_clocks]
set_input_delay [expr $clk_period * $clk_io_pct] -clock clk0 $non_clock_inputs
set_output_delay [expr $clk_period * $clk_io_pct] -clock clk0 [all_outputs]
</file>
<file path="design/flow/config.mk">
export PLATFORM = sky130hd
export DESIGN_NAME = instructionMEM
export DESIGN_NICKNAME = instructionMEM
export VERILOG_FILES = /design/flow/design.v
export SDC_FILE = /design/flow/constraint.sdc
export NUM_CORES = 4
export LEC_CHECK = 1
export CORE_AREA = 10 10 83 83
export DIE_AREA = 0 0 93 93
</file>
<file path="design/flow/design.v">
`timescale 1ns / 1ps
module instructionMEM(PC, instruction);
    input [31:0] PC;
    output [31:0] instruction;
    reg [31:0] memory[0:41];
    initial begin
        memory[0] = 32'b00100000000010000000000000100000;  
        memory[1] = 32'b00100000000010010000000000110111;  
        memory[2] = 32'b00000001000010011000000000100100;  
        memory[3] = 32'b00000001000010011000000000100101;  
        memory[4] = 32'b10101100000100000000000000000100;  
        memory[5] = 32'b10101100000010000000000000001000;  
        memory[6] = 32'b00000001000010011000100000100000;  
        memory[7] = 32'b00000001000010011001000000100010;  
        memory[8] = 32'b00100000000010000000000000100000;  
        memory[9] = 32'b00100000000010000000000000100000;  
        memory[10] = 32'b00100000000010000000000000100000;  
        memory[11] = 32'b00010010001100100000000000010010;  
        memory[12] = 32'b10001100000100010000000000000100;  
        memory[13]= 32'b00110010001100100000000001001000;  
        memory[14] = 32'b00100000000010000000000000100000;  
        memory[15] = 32'b00100000000010000000000000100000;  
        memory[16] = 32'b00100000000010000000000000100000;  
        memory[17] =32'b00010010001100100000000000001111;  
        memory[18] =32'b10001100000100110000000000001000;  
        memory[19] = 32'b00100000000010000000000000100000;  
        memory[20] = 32'b00100000000010000000000000100000;  
        memory[21] = 32'b00100000000010000000000000100000;  
        memory[22] =32'b00010010000100110000000000001101;  
        memory[23] =32'b00000010010100011010000000101010;  
        memory[24] = 32'b00100000000010000000000000100000;  
        memory[25] = 32'b00100000000010000000000000100000;  
        memory[26] = 32'b00100000000010000000000000100000;  
        memory[27] =32'b00010010100000000000000000001111;  
        memory[28] =32'b00000010001000001001000000100000;  
        memory[29] =32'b00001000000000000000000000010111;  
        memory[30] =32'b00100000000010000000000000000000;  
        memory[31] =32'b00100000000010010000000000000000;  
        memory[32] =32'b00001000000000000000000000111111;  
        memory[33] =32'b00100000000010000000000000000001;  
        memory[34] =32'b00100000000010010000000000000001;  
        memory[35] =32'b00001000000000000000000000111111;  
        memory[36] =32'b00100000000010000000000000000010;  
        memory[37] =32'b00100000000010010000000000000010;  
        memory[38] =32'b00001000000000000000000000111111;  
        memory[39] =32'b00100000000010000000000000000011;  
        memory[40] =32'b00100000000010010000000000000011;  
        memory[41] =32'b00001000000000000000000000111111;  
    end
    ;
    assign instruction = memory[PC >> 2];
endmodule
</file>
<file path="design/flow/run.sh">
#!/bin/bash
# OpenROAD 26Q1-2900-gdf79404cd8, Yosys 0.63+post, stock flow scripts
make -C /OpenROAD-flow-scripts/flow DESIGN_CONFIG=/design/flow/config.mk WORK_HOME=/design/flow/orfs finish
</file>
==> run summary <==
Status: finished, final reports clean
Met1 Resource Use GR: 11.46%
Drt via density: 4.493
Sequential cell area: 0 sq um
Core Rows: 26
Worst hold endpoint: instruction[28]
Share of layout cells above drive strength 1: 36.32%
Width of the chip: 93 um
Cell Area, Synth: 893.4 sq um
YS chip area: 893.4 sq um
Critical path buffer and inverter count: 5
Hold Crit Start: PC[6]
Flip-flops: 0
XORs/XNORs by Area: 0%
Initial antenna violation count: 0
Layout area overhead: 88.66%
Synth warnings: 1
Busiest grt layer: met2
Critical path's top delay family: buffers and inverters
Final Wtd Congestion: 0.8894
RSZ-0062 raised after global routing: yes
Main logic family: simple AND/OR/NAND/NOR gates
Min Hold Slack: 1.602 ns
Detailed-route DRC error count: 0
Crit path largest cell delay: 0.32 ns
Main area contributors: ha_1 11%, buf_4 8.4%, o21ai_0 7.8%, nand2_1 6.3%, a21oi_1 6.2%
ANT nets after route: 0
CP endpoint kind: output pin
GRT Util Overall: 8.427%
CP max FO: 8
Met3 Track Usage GR: 1.454%
Syn Area/Cell: 6.161 sq um
DP HPWL: 2984 um
Leak: 0.7803 nW
Simple share: 34.73%
Number of DRC markers in iteration 0: 72
Complex-gate fraction of the synthesized area: 33.47%
Drt total wl: 3775 um
1st-pass router iterations: 4
Largest net degree at the start of global routing: 14
I/O Buffers: 31
Via count: 1267
Core area: 5140 sq um
Final Critical Period: 2.569 ns
CP max-delay cell: mux2_4
CP Cell Sequence: dlygate4sd2_1 -> buf_6 -> buf_12 -> mux2_4 -> a21o_1 -> nand2_2 -> buf_6 -> a31oi_1 -> dlygate4sd2_1
Most numerous logic cell after layout: buf_4
Avg WL per Cell: 13.39 um
Levels on crit path: 9
FA/HA/MAJ Cells, Area Fraction: 11.20%
CP Launch Type: primary input
N_diodes: 0
Seq share, synth: 0%
FP Core Util: 17.38%
Endpoints failing setup: 0
Die area: 8649 sq um
Pwr per Cell Area: 152.0 nW/um^2
Number of max-cap violations: 0
Final Slew Violations: 0
Fin Setup TNS: 0 ns
Post-Synthesis Cells: 145
Area leader share: 11.20%
First-pass GRT wire length: 6127 um
I/O pin count: 64
Met2 Track Usage GR: 13.90%
# Cells Yosys: 145
Cell variety after synth: 39
Die Height: 93 um
MUX area fraction: 4.622%
Synth area leader: ha_1
Worst hold path cell count: 4
Worst Hold Class: in -> out
Critical path arrival: 2.05 ns
Final period util: 98.82%
Maximum clock rate: 389.2 MHz
Grt total ovfl: 0
IR drop worst, VDD: 0.00004280 V
Tool warnings: 66
Vias in the first global route: 1265
Clock buf count: 0
CP Data Required Time: 2.08 ns
Top Layout Cells: 44 x buf_4, 15 x dlygate4sd2_1, 13 x nand2_1
CP Class: in -> out
Fin. Hold Viols: 0
metal layers:
layer | wire length, um | vias up
met2 | 1722 | 46
met4 | 33 | 0
met3 | 265 | 4
met5 | 0 | -
met1 | 1753 | 577
li1 | - | 640
tightest hold or removal path, delay by kind of cell:
| family | cells | cell delay [ns] |
|---|---|---|
| AND-OR/OR-AND | 1 | 0.06 |
| buffers and inverters | 3 | 0.49 |
repair_timing:
| item | CTS | global route |
|---|---|---|
| hold buffers | 0 | 0 |
| hold endpoints to repair | 0 | 0 |
| gates resized | 55 | 11 |
| endpoints found under the setup margin | 25 | 7 |
| setup buffers | 4 | 2 |
| pin swaps | 8 | 3 |
metrics by stage:
step	area (sq um)	worst slack [ns]	total power (W)	cells	utilization [%]
global route	1685	-0.007168	0.0002823	282	32.79
finish	1685	0.03073	0.0002562	282	32.79
floorplan	915.9	0.4341	0.0001062	151	-
detailed placement	1536	-0.5720	0.0002384	276	29.89
CTS	1645	0.001978	0.0002504	280	32.01
global placement	1536	-0.5783	0.0002383	276	29.89
power by group:
part           switching [W]  internal (W)
Clock                      0             0
Sequential                 0             0
Combinational       0.000117      0.000140
Total               0.000117      0.000140
logic make-up after synthesis:
| group | count (synthesis) |
|---|---|
| simple gates | 61 |
| compound gates | 46 |
| buf+inv | 25 |
| fa+ha+maj | 8 |
| mux | 4 |
| other cells | 1 |
how the worst max path moves through the flow:
stage	startpoint	end	slack, ns
6_report	PC[4]	instruction[21]	0.03
5_1_grt	PC[4]	instruction[25]	-0.007
4_1_cts	PC[4]	instruction[19]	0.002
cell usage after synthesis (4+ instances only):
cell type / n
nand2b_1: 4
o211ai_1: 4
buf_4: 10
ha_1: 8
nor2_1: 11
a21oi_1: 11
nand2_1: 15
o21ai_0: 14
inv_1: 5
nand3_1: 10
nor3_1: 5
a31oi_1: 4
buf_2: 6
layout make-up:
type                            instances  area, sq um
Multi-Input combinational cell        126        875.8
Timing Repair Buffer                   81        700.7
Inverter                                5        21.27
Fill cell                             557         3455
Tap cell                               70        87.58
Power figures rest on the tool's default switching activity, not on a simulated workload.
