--- flow/config.mk ---
export PLATFORM = sky130hd
export DESIGN_NAME = dataMemory
export DESIGN_NICKNAME = dataMemory
export VERILOG_FILES = /design/flow/design.v
export SDC_FILE = /design/flow/constraint.sdc
export NUM_CORES = 4
export LEC_CHECK = 1
export CORE_UTILIZATION = 30
--- flow/run.sh ---
#!/bin/bash
# OpenROAD 26Q1-2900-gdf79404cd8, Yosys 0.63+post, stock flow scripts
make -C /OpenROAD-flow-scripts/flow DESIGN_CONFIG=/design/flow/config.mk WORK_HOME=/design/flow/orfs finish
--- flow/constraint.sdc ---
current_design dataMemory

set clk_period 5.6
set clk_io_pct 0.2

create_clock -name clk0 -period $clk_period [get_ports {clk}]

set non_clock_inputs [all_inputs -no_clocks]
set_input_delay [expr $clk_period * $clk_io_pct] -clock clk0 $non_clock_inputs
set_output_delay [expr $clk_period * $clk_io_pct] -clock clk0 [all_outputs]
--- flow/design.v ---
`timescale 1ns / 1ps
module dataMemory(clk, Address, WriteData, MemWrite, MemRead, ReadData);
    input clk, MemWrite, MemRead;
    input [31:0]Address, WriteData;
    output [31:0]ReadData;
    reg [31:0]Memory [0:31];
    reg [31:0]ReadData;
    always @ (posedge clk)  begin
        if (MemWrite == 1'b1)   Memory[Address>>2] <= WriteData;
    end
    always @ (*)  begin
        if (MemRead == 1'b1)    ReadData <= Memory[Address>>2];
    end
endmodule
==> CHANGELOG.md <==
### Physical design

- Outcome: completed
- Crit path launch: Address[2]
- Total wire length: 95130 um
- Final min period: 3.804 ns
- Register pins left without a clock: 32
- Post-Synthesis Cells: 2107
- Comb pwr share: 4.8%
- Post-CTS Setup Bufs: 0
- Die area: 0.1334 mm^2
- Area share, top type: 77.69%
- Clk buf depth: 3
- Ports: 99
- Leak: 15.53 nW
- Clock Power Share: 40.4%
- CP Class: primary input to flop
- Critical Path Start Type: primary input
- Logic area: 0.007921 mm^2
- CTS root buffer: clkbuf_16
- Die width: 365.2 um
- Global-route usage over all layers: 15.24%
- Hold Slack: 1.292 ns
- FMAX: 262.9 MHz
- HPWL after detailed placement: 53920 um
- Setup TNS: 0 ns
- Hold Crit Depth: 2
- Post-route ant nets: 0
- Final setup viols: 0
- Vias/cell: 4.897
- Chip Area, Yosys: 0.03958 mm^2
- FP Core Util: 30.41%
- # Cells Yosys: 2107
- Cell Area, Synth: 0.03958 mm^2
- Yosys cell types: 23
- Largest fanout on the critical path: 20
- First-pass GRT wire length: 138300 um
- Final worst slack: 1.796 ns
- Slew Viols, Final: 0
- CP Data Required Time: 5.93 ns
- Mean Syn Cell Area: 18.79 um^2
- Critical path arrival: 4.13 ns
- Power Internal: 0.01244 W
- Reg power frac: 54.8%
- YS warnings: 1
- Hold_sp: WriteData[22]
- Largest cells by area: edfxtp_1 78%, mux2i_1 13%, o22ai_1 4.0%
- Worst IR Drop VDD: 0.2338 mV
- Switch share: 20.57%
- Vias: 19890
- DR pass1 iterations: 7
- Die Span Y: 365.2 um
- P_sw: 0.003223 W
- Core Area: 0.1301 mm^2
- Post-CTS Resized: 0
- Worst Max-Slew Pin Slew: 0.9811 ns
- Routability cong.: 0.8537
- GRT overflow: 0
- CTS Buf Count: 98
- # DRC: 0
- Max Cap Viol: 0
- Post-CTS Hold Fix Bufs: 0
- Relative slew slack: 33.99%
- Most frequent logic cell in the layout: edfxtp_1
- Area Overhead vs Synth: 16.22%
- Layout cells sized above 1: 12.17%
- Final hold viol count: 0
- Setup repair after global routing missed its margin: no
- H-tree depth: 3
- Top Layout Cells: 1024 x edfxtp_1, 512 x mux2i_1, 256 x o22ai_1, 101 x clkbuf_16, 83 x buf_4
- Tool warnings: 59
- Ys flops: 1056
- Register area: 0.03123 mm^2
- Pwr Density: 340.5 mW/mm^2
- Final Cycle Share: 67.92%
- PortBufs: 71
- Post-synth top area cell: edfxtp_1
- Fillers: 11870
- Number of global-route vias before repair: 21390
- Initial antenna violation count: 2
- Site Rows: 132
- Iteration-0 DRC Markers: 1171
- Clk slew on worst S/H paths: 0.06 ns
- Type of destination of the critical path: flop
- Largest net degree at the start of global routing: 109
- Endpoints left unconstrained: 64
- CTS tree: yes
- Routed len/inst: 23.43 um
- Worst hold path class: primary input to flop
- Place WS: 1.165 ns
## kinds of logic after synthesis
group	synth area share [%]
mux	12.95
buf+inv	1.830
latches	1.214
simple gates	2.276
flops	77.69
compound gates	4.046
## layer usage
metal	vias to the layer above	global-route usage (%)	routed length [um]	part of all wire, %
li1	8850	-	-	-
met2	1263	23.15	44450	47
met5	-	0.7625	126	0.13
met3	124	12.02	15830	17
met1	9644	17.11	32870	35
met4	7	2.683	1858	2.0
## critical path: stages
cell and delay (ns):
clkdlybuf4s50_1 1.02, nand3b_1 0.73, nor2_4 0.86, buf_4 0.37
## cell usage after synthesis
library cell  number
nand3_1            2
nand4bb_1          6
or4_4              1
or4b_4             3
buf_2             81
nand4_1            1
nor3_1             4
buf_1              1
dlxtp_1           32
or4b_1             1
edfxtp_1        1024
clkbuf_1          23
nor2_1            29
nor4_1            64
nand4b_1           4
nand2_1           34
nand3b_1           4
buf_6             19
mux2i_1          512
o22ai_1          256
or3b_2             3
or3_1              1
buf_4              2
## cell type report
cell class	count	share of cell area [%]
sequential	1056	67.89
clock buffer	119	5.641
timing repair buffer	166	3.422
tap	1742	4.738
clock inverter	52	1.083
multi-input combinational	925	17.22
antenna	1	0.005440
## power by group through the flow
stage                 clock, W  combinational, W  sequential [W]
final                  0.00634          0.000747         0.00858
after global routing   0.00674          0.000808         0.00859
after CTS              0.00644          0.000759         0.00858
## stage by stage
step	total power, W	utilization (%)	cells	area, um^2
6_report	0.01567	35.35	4061	46000
3_5_place_dp	0.009502	32.97	3889	42900
3_3_place_gp	0.009487	32.97	3889	42900
4_1_cts	0.01578	35.34	4060	46000
5_1_grt	0.01613	35.34	4060	46000
2_1_floorplan	0.009110	-	2107	39580
## sequential cells by signal (all words and copies together) (netlist names)
name      count
Memory     1024
ReadData     32
## final timing paths
kind,to,slack [ns]
setup / recovery,Memory[17][10]$_DFFE_PP_,1.80
hold / removal,Memory[14][22]$_DFFE_PP_,1.29
Power and IR drop assume default switching activity.
